<file path="./constraint.sdc">
current_design Mili

set clk_period 1.6
set clk_io_pct 0.2

create_clock -name clk0 -period $clk_period [get_ports {clk}]

set non_clock_inputs [all_inputs -no_clocks]
set_input_delay [expr $clk_period * $clk_io_pct] -clock clk0 $non_clock_inputs
set_output_delay [expr $clk_period * $clk_io_pct] -clock clk0 [all_outputs]
</file>
<file path="./config.mk">
export PLATFORM = sky130hd
export DESIGN_NAME = Mili
export DESIGN_NICKNAME = Mili
export VERILOG_FILES = /design/flow/design.v
export SDC_FILE = /design/flow/constraint.sdc
export NUM_CORES = 4
export LEC_CHECK = 1
export CORE_AREA = 10 10 70 70
export DIE_AREA = 0 0 80 80
</file>
<file path="./run.sh">
#!/bin/bash
# OpenROAD 26Q1-2900-gdf79404cd8, Yosys 0.63+post, stock flow scripts
make -C /OpenROAD-flow-scripts/flow DESIGN_CONFIG=/design/flow/config.mk WORK_HOME=/design/flow/orfs finish
</file>
<file path="./design.v">
module Mili
(
	input clk, rst_n, en, a,  
	output y  
);
	parameter [1:0] S0 = 2'b00, S1 = 2'b01, S2 = 2'b11, S3 = 2'b10;  
	reg [1:0] state, next_state;  
	always @ (posedge clk or negedge rst_n)
		if (! rst_n)
			state <= S0;
		else if (en)
			state <= next_state;
	always @*
		case (state)
			S0:
				if (a)
					next_state = S0;
				else
					next_state = S1;
			S1:
				if (a)
					next_state = S1;
				else
					next_state = S2;
			S2: 
				if (a)
					next_state = S0;
				else
					next_state = S3;
			S3:
				if (a)
					next_state = S2;
				else
					next_state = S0;
			default:
					next_state = S0;
		endcase
	assign y = (a & state == S1);
endmodule
</file>
==> CHANGELOG.md <==
### Physical design

- Status: finished clean
- Synth warn: 1
- Global-route wire length before repair: 669 um
- CP Cell Sequence: and2_2 -> clkdlybuf4s50_1
- Placed cell areas: 298 sq um
- Reg2Reg Setup Slack: 0.80 ns
- Post-layout util: 9.45%
- Largest net degree at the start of global routing: 5
- FP Util: 5.42%
- Crit start category: flop
- Core Area: 3420 sq um
- RSZ-0062 raised after global routing: false
- Largest regs: state (4)
- Row count: 21
- CP Capture Type: output port
- Yosys top cell area share: 40.5%
- Netlist cell types: 12
- H-tree level count: 1
- PostCTS Resize Cnt: 1
- Worst reg-to-reg path cell count: 3
- Synth area leader: dfrtp_1
- Via/cell ratio: 1.97
- Yosys stat cell total: 16
- Post-Synthesis Cells: 16
- Root Buffer: clkbuf_4
- Initial antenna violation count: 0
- WP buf/inv: 1
- IO buf count: 4
- Worst skew pair latency: 0.24 ns
- Die height: 80 um
- Vias in the first global route: 173
- Remaining antenna violation count: 0
- Crit path launch: state[2]$_DFF_PN0_
- Worst slew pin tran: 0.205 ns
- Most used routing layer: met2
- Overflow after GRT: 0
- DPL Wire Length: 333 um
- CP top delay family: buffers and inverters
- Met1 usage: 1.60%
- GP Congestion: 0.683
- Pwr Density: 1020 nW/um^2
- Drt wl/cell: 5.57 um
- DRC: 0
- Crit path depth: 2
- Met2 Resource Use GR: 1.61%
- Hold Fails Final Rpt: 0
- Setup CP Type: reg2out
- Setup TNS: 0 ns
- N_diodes: 0
- Static Leak: 0.125 nW
- Crit path DRT: 1.28 ns
- Hold buffer count at cts: 0
- Routed vias: 142
- Post-route clock period utilization: 95.1%
- Post-synth EDFFs: 0
- OpenROAD warning count: 25
- Peak supply drop: 154 uV
- Pre-CTS setup slack: -0.112 ns
- Final worst setup slack: 0.0776 ns
- Main flop type: dfrtp_1
- Top cells, area: dfrtp_1 (41%), dfstp_2 (14%), a21oi_1 (8.1%), mux2_4 (8.1%), nor2b_4 (7.4%)
- Routed WL: 401 um
- Fmax: 657 MHz
- Placed cells: 68
- Share of cells above drive strength 1: 34.6%
- Post-CTS setup buffer count: 0
- Clock Skew: 0.00746 ns
- Most flops, register: state
- Cell Area, Synth: 185 sq um
- Rel. slew slack: 86.3%
- Final Max Tran Viols: 0
- Crit path arrival time: 1.20 ns
- Clk pin slew, worst setup/hold paths: 0.04 ns
- Max cap viols: 0
- Tmin final: 1.52 ns
- GR Util met3: 1.36%
- Final setup viols: 0
- RR Endpoint: state[0]$_DFF_PN1_
- Area Overhead vs Synth: 74.3%
- TritonCTS clock tree: built
- Hold slack: 0.294 ns
- Launch point of the worst reg-to-reg path: state[3]$_DFF_PN0_
- Syn_area_per_cell: 11.6 sq um
- Synth flops: 4
- Clk sink count: 4
- Design Area, Final: 323 sq um
- Overall routing resource usage: 1.39%
- CP endpoint: y
- Async SR Flop Fraction: 100%
- Non-filler instance count after layout: 72
- DRT Pass-1 Iters: 2
- Num CTS Buffers: 3
- Total power: 0.330 mW
- DIE WIDTH: 80 um
- 1st-iter DRT viols: 2
- Die ar.: 6400 sq um
- Bufs on Longest Clock Path: 2
- Worst stage delay on the critical path: 0.40 ns
- Synth cell count leaders: a21oi_1 (3), dfrtp_1 (3)
- Area reported by Yosys stat: 185 sq um
- Register area share after synthesis: 54.7%
- CP max stage cell: clkdlybuf4s50_1
- Top-Level Pins: 5
- Critical-path maximum fanout: 3
- Hold WC Path Type: in2async
- Max reg flops: 4
==> cell type report <==
| type | instances | area (sq um) |
|---|---|---|
| fill | 402 | 3090 |
| clock buffer | 4 | 26.3 |
| sequential | 4 | 101 |
| timing repair buffer | 6 | 53.8 |
| tap | 46 | 57.6 |
| inverter | 1 | 3.75 |
| multi-input combinational | 11 | 80.1 |
==> kinds of logic after synthesis <==
kind of cell | share of synthesized area [%]
buffers and inverters | 2.03
muxes | 13.5
and+or+nand+nor | 18.9
DFF | 54.7
AOI/OAI and AO/OA | 10.8
==> worst min path at each step <==
stage                 start                  to  slack (ns)  depth (start not counted)
final                 rst_n  state[3]$_DFF_PN0_        0.29                          1
after global routing  rst_n  state[3]$_DFF_PN0_        0.30                          1
after CTS             rst_n  state[3]$_DFF_PN0_        0.29                          1
==> placed cells by master, fill, tap and decap left out, drive strengths merged <==
cell type,instances
o21ai,1
clkbuf,4
nor2,1
dfrtp,3
buf,2
a21oi,3
dlygate4sd2,1
mux2,1
dfstp,1
and2,1
inv,1
nor2b,1
clkdlybuf4s50,3
nand2b,1
mux2i,1
nand2,1
==> per-layer routing <==
metal	vias up	part of all wire [%]
met5	-	0
met4	0	0
met3	0	15
met2	5	32
met1	65	52
li1	72	-
==> where the power goes <==
part           internal, mW  switching (mW)  total [mW]
Sequential            0.124          0.0118       0.136
Combinational        0.0386          0.0204      0.0590
Clock                0.0936          0.0418       0.135
Total                 0.256          0.0740       0.330
No activity file was given, so power comes from the tool's default toggle rates.
